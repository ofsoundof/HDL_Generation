<file path="/design/flow/run.sh">
#!/bin/bash
# OpenROAD 26Q1-2900-gdf79404cd8, Yosys 0.63+post, stock flow scripts
make -C /OpenROAD-flow-scripts/flow DESIGN_CONFIG=/design/flow/config.mk WORK_HOME=/design/flow/orfs finish
</file>
<file path="/design/flow/config.mk">
export PLATFORM = sky130hd
export DESIGN_NAME = alu
export DESIGN_NICKNAME = alu
export VERILOG_FILES = /design/flow/design.v
export SDC_FILE = /design/flow/constraint.sdc
export NUM_CORES = 4
export LEC_CHECK = 1
export CORE_UTILIZATION = 30
</file>
<file path="/design/flow/constraint.sdc">
current_design alu

set clk_period 26.0
set clk_io_pct 0.2

create_clock -name clk0 -period $clk_period

set non_clock_inputs [all_inputs -no_clocks]
set_input_delay [expr $clk_period * $clk_io_pct] -clock clk0 $non_clock_inputs
set_output_delay [expr $clk_period * $clk_io_pct] -clock clk0 [all_outputs]
</file>
<file path="/design/flow/design.v">
module alu (
    input  [31:0] a,
    input  [31:0] b,
    input  [5:0]  aluc,
    output reg [31:0] r,
    output reg zero,
    output reg carry,
    output reg negative,
    output reg overflow,
    output reg flag
);
parameter ADD = 6'b100000;
parameter ADDU = 6'b100001;
parameter SUB = 6'b100010;
parameter SUBU = 6'b100011;
parameter AND = 6'b100100;
parameter OR = 6'b100101;
parameter XOR = 6'b100110;
parameter NOR = 6'b100111;
parameter SLT = 6'b101010;
parameter SLTU = 6'b101011;
parameter SLL = 6'b000000;
parameter SRL = 6'b000010;
parameter SRA = 6'b000011;
parameter SLLV = 6'b000100;
parameter SRLV = 6'b000110;
parameter SRAV = 6'b000111;
parameter LUI = 6'b001111;
reg [31:0] res;
always @(*) begin
    zero = 1'b0;
    carry = 1'b0;
    negative = 1'b0;
    overflow = 1'b0;
    flag = 1'bz;
    case (aluc)
        ADD: res = $signed(a) + $signed(b);
        ADDU: res = a + b;
        SUB: res = $signed(a) - $signed(b);
        SUBU: res = a - b;
        AND: res = a & b;
        OR: res = a | b;
        XOR: res = a ^ b;
        NOR: res = ~(a | b);
        SLT: begin
            if ($signed(a) < $signed(b)) begin
                res = 32'b1;
                flag = 1'b1;
            end else begin
                res = 32'b0;
                flag = 1'bz;
            end
        end
        SLTU: begin
            if (a < b) begin
                res = 32'b1;
                flag = 1'b1;
            end else begin
                res = 32'b0;
                flag = 1'bz;
            end
        end
        SLL: res = {b << (aluc[4:0])};
        SRL: res = b >> (aluc[4:0]);
        SRA: res = $signed(b) >>> (aluc[4:0]);
        SLLV: res = a << (b & 31);
        SRLV: res = b >> (b & 31);
        SRAV: res = $signed(b) >>> (b & 31);
        LUI: res = {a[15:0], 16'b0};
        default: res = 32'bz;
    endcase
    r = res;
    zero = (res == 32'b0);
    negative = res[31];
    if ((aluc == ADD) || (aluc == SUB)) begin
        carry = (res < a) || (res < b);
        overflow = ((a[31] == b[31]) && (res[31] != a[31]));
    end
end
endmodule
</file>
==> GITHUB_STEP_SUMMARY <==
## PnR job results

| Metric | Value |
|---|---|
| Number of core rows | `84` |
| Number of violations of the max-capacitance limit | `0` |
| Total detailed-routing wirelength | `125 mm` |
| Period utilization | `0.763` |
| Final number of setup-violating endpoints | `0` |
| Adder Share, Synth | `0.150` |
| Peak supply drop | `10.8 µV` |
| Average size of a mapped cell | `6.75 µm²` |
| Area share, top type | `0.146` |
| Worst-case hold path end point | `overflow` |
| Cell depth of the worst min-delay path | `4` |
| Actual transition at the worst max-transition pin | `1.19 ns` |
| # IOs | `107` |
| Min-Delay Path Class | `in -> out` |
| Crit-path max FO | `28` |
| Count of non-filler cells in the finished layout | `3,124` |
| Largest net degree at the start of global routing | `47` |
| FF+latch area | `0 µm²` |
| Layout cells sized above 1 | `0.0877` |
| And-or/or-and share of the synthesized area | `0.385` |
| FF+latch count | `0` |
| Die H | `234 µm` |
| Total number of warnings across the stage logs | `96` |
| Detailed-router iteration count before antenna repair | `23` |
| Detailed-route wire length per cell | `40.0 µm` |
| Cell Count Post-Placement | `3,117` |
| Post-layout min period | `19.84 ns` |
| Final Max Tran Viols | `0` |
| Synth logic family | `AND-OR/OR-AND gates` |
| Core outline area | `0.0529 mm²` |
| TNS Setup | `0 ns` |
| Clock buffer count in the final layout | `0` |
| Result of the run | `finished, final reports clean` |
| Largest cells by area after synthesis | `sky130_fd_sc_hd__ha_1 (15%), sky130_fd_sc_hd__mux2i_1 (6.4%), sky130_fd_sc_hd__a21oi_1 (6.2%), sky130_fd_sc_hd__nor2_1 (4.9%), sky130_fd_sc_hd__nand2_1 (4.6%)` |
| Chip Area | `0.0548 mm²` |
| Cell type with the largest total area | `sky130_fd_sc_hd__ha_1` |
| Fraction of the yosys area taken by sequential cells | `0` |
| Final Hold Viols | `0` |
| Antenna violations before repair | `9` |
| Biggest cell delay along the critical path | `0.90 ns` |
| YS chip area | `0.0162 mm²` |
| Initial DRC count | `3,114` |
| Startpoint types | `primary input` |
| Gate count of the mapped netlist | `2,395` |
| Most frequent standard cell in the layout excluding fill and tap cells | `sky130_fd_sc_hd__nor2_1` |
| Yosys xor share | `0.0488` |
| Setup crit end kind | `output pin` |
| Post-CTS Setup Inserts | `0` |
| Number of remaining DRC errors | `0` |
| Sw Share | `0.666` |
| Post-synthesis share of cell area spent on and, or, nand and nor gates | `0.234` |
| Vias per std cell | `7.12` |
| Yosys warning count | `5` |
| Net switching power of the design | `356 µW` |
| Slew margin rel. | `0.185` |
| Post-route ant nets | `0` |
| Hold_buf cts | `0` |
| CP Class | `in -> out` |
| Yosys Instances | `2,395` |
| IO buf count | `106` |
| Startpoint of the worst hold path | `aluc[0]` |
| Overall die width | `234 µm` |
| Mux contribution to synthesized area | `0.109` |
| CTS-repair resized insts | `0` |
| Sum of overflow across all layers after global routing | `0` |
| Number of global-route vias before repair | `20,366` |
| Cell with the largest stage delay on the worst path | `sky130_fd_sc_hd__nor4_1` |
| Cell area power density | `29.3 mW/mm²` |
| Total power after layout | `534 µW` |
| Unique masters post-synth | `94` |
| Detailed-placement wirelength estimate | `97.8 mm` |
| Max frequency | `50.4 MHz` |
| Leak Pwr | `0.00712 µW` |
| Area of the mapped netlist | `0.0162 mm²` |
| Cell internal pwr | `178 µW` |
| Filler Cell Count | `5,710` |
| Global-route wire length before repair | `169 mm` |
| Final estimated routing congestion in global placement | `1.11` |
| Leading cell types in the layout, fill and taps excluded | `sky130_fd_sc_hd__nor2_1 (209), sky130_fd_sc_hd__a21oi_1 (201), sky130_fd_sc_hd__nand2_1 (199), sky130_fd_sc_hd__ha_1 (189), sky130_fd_sc_hd__o21ai_0 (138)` |
| Via count | `22,258` |
| Growth of design area from synthesis to finish | `12.7%` |
| Unrepaired setup endpoints after global routing | `false` |
| Endpoint required time on the critical path | `20.80 ns` |
| Critical Path AT | `14.64 ns` |
| Initial Util | `0.306` |
| Overall Global Routing Usage | `0.456` |
## worst max-delay path by stage
stage,from,to,cells past startpoint
4_1_cts,b[4],carry,30
5_1_grt,b[4],carry,30
6_report,b[4],carry,30
## per-layer routing
| metal | GRT usage | vias to the layer above | wire, µm |
|---|---|---|---|
| met5 | 0.0152 | - | 227 |
| met3 | 0.161 | 396 | 15400 |
| li1 | - | 9311 | - |
| met4 | 0.242 | 10 | 8710 |
| met1 | 0.611 | 10790 | 50900 |
| met2 | 0.636 | 1751 | 49800 |
## power by group through the flow
stage	Sequential (µW)	Clock, µW	Combinational (µW)
after CTS	0	0	508
after global routing	0	0	553
## critical path: cells and delay by family
kind / cells / cell delay, ns
simple gates: 14 / 3.89
compound gates: 9 / 3.22
buf+inv: 3 / 1.31
fa+ha+maj: 2 / 0.76
xor+xnor: 2 / 0.25
## synth_stat cells (all sizes together) (11+ instances only)
library cell  number
a2111oi           19
a211o             11
a211oi            58
a21o              39
a21oi            203
a221oi            23
a22oi             49
a31oi             34
and2              12
and3              21
buf               75
clkbuf           119
ha               189
inv               95
mux2              18
mux2i            104
mux4              23
nand2            199
nand2b            30
nand3             55
nand4             34
nor2             213
nor2b             26
nor3              61
nor4              32
o2111ai           15
o211ai            42
o21a              20
o21ai            144
o21bai            14
o221ai            12
o22ai             51
o31a              11
o31ai             31
or2               14
or3               26
xnor2             75
xor2              15
## through the flow
stage	util	hold slack (ns)	cell area (µm²)	setup WS (ns)
2_1_floorplan	-	10.64	16200	9.81
3_3_place_gp	0.344	11.47	18200	6.72
3_5_place_dp	0.344	11.45	18200	6.58
4_1_cts	0.344	11.45	18200	6.54
5_1_grt	0.344	11.50	18200	6.16
6_report	0.345	11.51	18200	6.16
## logic make-up (layout without fill, tap and decap cells)
logic type | count (synthesis) | count (layout)
XOR/XNOR | 90 | 90
AND/OR/NAND/NOR | 768 | 768
other | 1 | 8
multiplexers | 145 | 145
adder cells (fa/ha/maj) | 192 | 192
buffers and inverters | 291 | 325
AND-OR/OR-AND | 908 | 908
## final cells by class
type,count,area [µm²],area share
multi-input combinational,2104,15000,0.824
tap,688,861,0.0472
timing repair buffer,228,1960,0.107
inverter,97,364,0.0200
antenna,7,17.5,0.000961
Power and IR drop assume default switching activity.
