[/design/flow/run.sh]
#!/bin/bash
# OpenROAD 26Q1-2900-gdf79404cd8, Yosys 0.63+post, stock flow scripts
make -C /OpenROAD-flow-scripts/flow DESIGN_CONFIG=/design/flow/config.mk WORK_HOME=/design/flow/orfs finish
[/design/flow/constraint.sdc]
current_design LIFObuffer

set clk_period 1.8
set clk_io_pct 0.2

create_clock -name clk0 -period $clk_period [get_ports {Clk}]

set non_clock_inputs [all_inputs -no_clocks]
set_input_delay [expr $clk_period * $clk_io_pct] -clock clk0 $non_clock_inputs
set_output_delay [expr $clk_period * $clk_io_pct] -clock clk0 [all_outputs]
[/design/flow/design.v]
module LIFObuffer(
    input [3:0] dataIn,
    input RW,
    input EN,
    input Rst,
    input Clk,
    output reg [3:0] dataOut,
    output reg EMPTY,
    output reg FULL
);
reg [1:0] SP;
reg [15:0] stack_mem;
always @(posedge Clk) begin
    if (Rst) begin
        SP <= 2'd4;
        stack_mem <= {16{4'b0}};
        dataOut <= 4'b0;
        EMPTY <= 1'b1;
        FULL <= 1'b0;
    end else if (EN) begin
        if (!FULL && !RW) begin
            stack_mem[SP*4 +: 4] <= dataIn;
            SP <= SP - 1;
            FULL <= (SP == 2'd0);
            EMPTY <= (SP == 4'd4);
        end else if (!EMPTY && RW) begin
            dataOut <= stack_mem[SP*4 +: 4];
            stack_mem[SP*4 +: 4] <= 4'b0;
            SP <= SP + 1;
            EMPTY <= (SP == 4'd4);
            FULL <= (SP == 2'd0);
        end
    end else begin
        dataOut <= stack_mem[SP];
        EMPTY <= (SP == 4'd4);
        FULL <= (SP == 2'd0);
    end
end
endmodule
[/design/flow/config.mk]
export PLATFORM = sky130hd
export DESIGN_NAME = LIFObuffer
export DESIGN_NICKNAME = LIFObuffer
export VERILOG_FILES = /design/flow/design.v
export SDC_FILE = /design/flow/constraint.sdc
export NUM_CORES = 4
export LEC_CHECK = 1
export CORE_AREA = 10 10 97 97
export DIE_AREA = 0 0 107 107
==> COMMIT_EDITMSG <==
Log flow metrics for this revision

- Result of the run: completed
- Insertion delay of the later-clocked pin in the worst-skew pair: 0.27 ns
* Post-Syn Instances: 112
- Post-synth top flop: dfxtp_1
* Global Route Usage Sum: 0.04765
- The leakage component of the power was reported as 0.5861 nW.
- Number of buffers inserted by post-CTS setup repair: 0
* Maximum Capacitance Violations: 0
- Per the run report, area growth between synthesis and finish was 35.23%.
- Overflow left after global routing: 0
* Count of fill cells added during filler insertion: 800
* Start of the worst register-to-register path: SP[0]
* Final wirelength: 2784 um
- Power per cell area: 793.5 mW/mm^2
- Synthesis instantiated 35 different standard cells from the library.
* Number of warnings the tools reported: 29
- In this run the horizontal extent of the chip is 107 um.
- In this run, post-CTS hold repair placed 0 buffers.
- Crit. End Element: register
* Total number of placement rows: 31
- Post-route setup slack: 0.1822 ns
* Setup CP Type: in2reg
- According to the floorplan report, the placeable core area is 0.007292 mm^2.
- Yosys simple share: 0.1882
- Worst reg2reg setup slack: 0.19 ns
- Final Setup Violations: 0
* Number of pins with negative max-slew slack in the final report: 0
- For reference, the clock transition at the flip-flops on the worst setup and hold paths is 0.09 ns.
* Drt pass-1 iters: 4
- Counting the buffers created by CTS gives 3.
* Fraction of layout cells with a size suffix above 1: 0.2199
- Once detail routing completed, the nets flagged for antenna violations numbered 0.
* Slew at the pin with the worst max-slew slack: 0.4264 ns
- Number of gates resized after CTS: 0
- The synthesized netlist occupies a cell area of 0.001190 mm^2.
- Synthesized area per cell: 10.62 um^2
* Antenna cells: 0
- For the final database, setup skew stands at 0.005961 ns.
* Maximum clock path buffer count: 2
- The tree is rooted in a clkbuf_8.
* XOR/XNOR share of the synthesized area: 0.01472
- Cell count after placement: 236
* Starting DRT DRC Count: 36
- Of the post-synthesis cell area, the part taken by muxes is 0.1104.
* Vias in the first global route: 948
- The data required time reported for the critical path is 1.97 ns.
* Setup repair after global routing missed its margin: no
- Per the CTS log, the maximum H-tree level is 1.
* Worst min-delay path endpoint: dataOut[3]
* Final critical path time including I/O delays and setup: 1.618 ns
* Post-synth regs: 24
* Ys cells: 112
- Final hold violation count: 0
* Aoi share: 0.1872
* Yosys warnings: 2
- TritonCTS built the clock tree.
- Largest logic family: simple AND/OR/NAND/NOR gates
* Vias after detailed routing: 960
* Drt wl/cell: 11.60 um
- The type recorded for the worst min-delay path is reg2reg.
* Part of the cycle the worst path needs: 0.8988
- Logged for this run, the post-placement worst setup slack is -0.07984 ns.
- DRC viols: 0
* Initial antenna violation count: 0
- The launch point of the worst min-delay path is recorded as dataOut[3].
- Async set-reset flop share out of synthesis: 0
* Worst reg2reg path depth: 5
* Adder-Cell Fraction of Synth Area: 0.05258
- Checking max transition, the worst relative margin is 0.7145.
* WP data arrival: 1.79 ns
- Post-synth area from yosys stat: 0.001190 mm^2
* CP Max Fanout: 5
- Wire length of the first global-routing pass: 4574 um
- Via density per instance: 4.000
* Clock sink count: 24
- Entering global routing, the biggest net connects 15 pins.
* Number of enable flip-flop cells: 0
- The worst setup path is launched from an input port.
- Die outline height: 107 um
- The wire-length estimate of the detail-placed layout is 2149 um.
- Cell depth of the worst hold path: 2
- FP Core Util: 0.1632
* Die area: 0.01145 mm^2
- Number of buffer cells added on primary ports: 13
* R2r endpoint: stack_mem[14]
- Leaving out filler cells and counting taps, the final layout contains 240.
- The congestion estimate from routability-driven global placement came to 0.8459.
* Count of pins on the block boundary: 14
- VDD IR max: 0.0003986 V
- For this run, the register share of the synthesized area comes to 0.4038.
- Upper clock frequency limit: 618.1 MHz
-- per-stage QoR --
step | area [um^2] | setup TNS, ns | hold slack, ns | util | power [W]
3_3_place_gp | 1538 | -0.5670 | 0.4454 | 0.2109 | 0.0008070
4_1_cts | 1609 | 0 | 0.4614 | 0.2207 | 0.001282
6_report | 1609 | 0 | 0.4591 | 0.2207 | 0.001277
5_1_grt | 1609 | 0 | 0.4884 | 0.2207 | 0.001330
3_5_place_dp | 1538 | -0.6542 | 0.4493 | 0.2109 | 0.0008083
2_1_floorplan | 1190 | 0 | 0.4218 | - | 0.0007125
-- where the power goes --
part	internal [W]	switching, W	total, W
combinational	0.000112	0.000131	0.000243
sequential	0.000544	0.0000119	0.000556
clock	0.000297	0.000181	0.000478
total	0.000953	0.000323	0.00128
-- synth_stat cells (all sizes together), types with 2 or more instances --
cell / instances / share of area
nor3: 2 / 0.013
inv: 4 / 0.015
a32o: 4 / 0.034
nor4: 2 / 0.036
buf: 3 / 0.022
and2: 4 / 0.021
nand4: 4 / 0.021
o21ai: 2 / 0.012
nand2: 12 / 0.038
xnor2: 2 / 0.015
mux4: 4 / 0.085
clkbuf: 2 / 0.0063
or3: 2 / 0.015
mux2i: 3 / 0.025
a22o: 8 / 0.059
ha: 5 / 0.053
a21oi: 12 / 0.050
nor2: 3 / 0.012
o21bai: 2 / 0.013
dfxtp: 24 / 0.40
-- how the worst max path moves through the flow --
stage / startpoint / endpoint / slack [ns] / cells past startpoint
finish: RW / stack_mem[6] / 0.18 / 6
global route: RW / stack_mem[6] / 0.1 / 6
CTS: SP[0] / stack_mem[14] / 0.18 / 5
-- critical path, cell delays in order --
cell and delay [ns]:
clkdlybuf4s50_1 0.51, nor2_2 0.08, o21ai_2 0.38, nor4_4 0.08, buf_4 0.16, a22o_1 0.22
-- area by class of cell --
type,instances,area [um^2],area share
Multi-Input combinational cell,79,658.1,0.4090
Sequential cell,24,480.5,0.2986
Timing Repair Buffer,30,257.7,0.1602
Tap cell,99,123.9,0.07698
Clock buffer,3,41.29,0.02566
Clock inverter,1,30.03,0.01866
Inverter,4,17.52,0.01089
-- state kept, by name, indices dropped and copies added (netlist names) --
signal     count
FULL           1
SP             2
stack_mem     16
dataOut        4
EMPTY          1
-- cells in the final DEF (no fill, tap or decap), drive strengths merged, types with 2 or more instances in the layout --
cell,count
or3,2
clkdlybuf4s50,13
inv,4
mux4,4
ha,5
nor2,3
o21bai,2
mux2i,3
a32o,4
nand4,4
a22o,8
buf,17
nand2,12
nor4,2
nor3,2
a21oi,12
xnor2,2
clkbuf,3
and2,4
dfxtp,24
o21ai,2
-- routing by layer --
metal,wire length (um),track usage,vias to the layer above,share of wire
li1,-,-,476,-
met1,1304,0.06220,456,0.47
met2,1245,0.07594,24,0.45
met3,209,0.01637,4,0.075
met4,24,0.007737,0,0.0086
met5,0,0,-,0
-- logic make-up (layout without fill, tap and decap cells) --
logic type               Yosys count  in the layout
multiplexers                       7              7
AND/OR/NAND/NOR                   34             34
buffers and inverters              9             38
XOR/XNOR                           2              2
flip-flops                        24             24
AND-OR/OR-AND                     31             31
adder cells (fa/ha/maj)            5              5
Power figures rest on the tool's default switching activity, not on a simulated workload.
