--- flow/config.mk ---
export PLATFORM = sky130hd
export DESIGN_NAME = adder_pipe_64bit
export DESIGN_NICKNAME = adder_pipe_64bit
export VERILOG_FILES = /design/flow/design.v
export SDC_FILE = /design/flow/constraint.sdc
export NUM_CORES = 4
export LEC_CHECK = 1
export CORE_UTILIZATION = 50
--- flow/constraint.sdc ---
current_design adder_pipe_64bit

set clk_period 12.7
set clk_io_pct 0.2

create_clock -name clk0 -period $clk_period [get_ports {clk}]

set non_clock_inputs [all_inputs -no_clocks]
set_input_delay [expr $clk_period * $clk_io_pct] -clock clk0 $non_clock_inputs
set_output_delay [expr $clk_period * $clk_io_pct] -clock clk0 [all_outputs]
--- flow/design.v ---
module adder_pipe_64bit (
    input wire clk,
    input wire rst_n,
    input wire i_en,
    input wire [63:0] adda,
    input wire [63:0] addb,
    output reg [65:0] result,
    output reg o_en
);
reg [63:0] a_reg;
reg [63:0] b_reg;
wire [64:0] sum;
wire carry_out;
always @(posedge clk or negedge rst_n) begin
    if (!rst_n) begin
        a_reg <= 64'b0;
        b_reg <= 64'b0;
        result <= 65'b0;
        o_en <= 1'b0;
    end else begin
        if (i_en) begin
            a_reg <= adda;
            b_reg <= addb;
        end
        sum = a_reg + b_reg + carry_out;
        carry_out = sum[64];
        result = {carry_out, sum[63:0]};
        o_en <= i_en & (sum[64] | carry_out);
    end
end
assign carry_out = (a_reg[63] & b_reg[63]) | (a_reg[63] & sum[63]) | (b_reg[63] & sum[63]);
endmodule
--- flow/run.sh ---
#!/bin/bash
# OpenROAD 26Q1-2900-gdf79404cd8, Yosys 0.63+post, stock flow scripts
make -C /OpenROAD-flow-scripts/flow DESIGN_CONFIG=/design/flow/config.mk WORK_HOME=/design/flow/orfs finish
==> summary.rpt <==
=== SYNTHESIS / PLACE & ROUTE SUMMARY ===
----------------------------------------------------
[Floorplanning]
  Number of ports placed on the die boundary ........................ 198
  Number of core rows ........................ 51
  Init Core Util ........................ 0.518
  Die Footprint ........................ 0.0211 mm^2
  Placeable Area ........................ 0.0198 mm^2
  Die boundary width ........................ 145 um
  Vertical die dimension ........................ 145 um

[Pwr]
  Net switching power figure ........................ 601 uW
  Power density over the cells ........................ 154 mW/mm^2
  Combinational fraction of design power ........................ 0.337
  Static power due to leakage ........................ 0.00558 uW
  Pwr Total ........................ 2000 uW
  Largest voltage drop on the vdd net ........................ 0.104 mV
  Part of the total power dissipated in sequential elements ........................ 0.410
  Clock Power Share ........................ 0.253
  Switching power share of the total ........................ 0.300
  Internal portion of total power ........................ 1400 uW

[Synthesis]
  Number of distinct library cells after synthesis ........................ 62
  Main synth FF type ........................ sky130_fd_sc_hd__dfrtp_1
  Number of enable-type register cells in the synthesized netlist ........................ 1
  Total cell area reported by yosys after synthesis ........................ 0.0102 mm^2
  Syn Inst Count ........................ 915
  Number of warnings reported in the yosys synthesis log ........................ 4
  Summed instance area of the synthesized netlist ........................ 0.0102 mm^2
  Sequential element share of the synthesized area ........................ 0.477
  Number of synthesized register bits ........................ 195
  Asr flop ratio synth ........................ 0.995
  Cells in synth_stat.txt ........................ 915
  Post-Syn Area per Cell ........................ 11.2 um^2

[Route]
  DRC violation total after the first TritonRoute iteration ........................ 366
  Via density per instance ........................ 5.43
  1st-pass router iterations ........................ 6
  Wire length per cell ........................ 16.8 um
  Total detailed-routing wirelength ........................ 23.0 mm
  Post-detailed-route DRC marker count ........................ 0
  Antenna Violating Nets Remaining ........................ 0
  Number of antenna diodes ........................ 0
  Overall via count from detail_route ........................ 7,464

[Final layout]
  Commonest cells after routing, fill and taps aside ........................ sky130_fd_sc_hd__dfrtp_1 (194), sky130_fd_sc_hd__clkdlybuf4s50_1 (194), sky130_fd_sc_hd__mux2_2 (128)
  Non-Filler Instances ........................ 1,374
  Layout cells sized above 1 ........................ 0.162
  Fraction of the core area covered by cells at the end of the flow ........................ 0.656
  Synthesis-to-layout area growth ........................ 26.7%
  Max FFs per register ........................ 65

[Timing]
  Max transition margin ........................ 0.488
  Fmax ........................ 231 MHz
  Post-Route Skew ........................ 0.0109 ns
  Period utilization ........................ 0.340
  Final number of max-transition violations ........................ 0
  RSZ-0062 raised after global routing ........................ false
  Final hold violations ........................ 0
  Worst hold-check slack ........................ 0.511 ns
  Post-layout minimum cycle time ........................ 4.32 ns
  Setup total negative slack ........................ 0 ns
  Final setup violating endpoints ........................ 0
  Transition at the pin with the smallest max-transition slack ........................ 0.760 ns

[GRT]
  GR peak layer ........................ met1
  Via count of the first global-routing pass ........................ 7,451
  Remaining global-route overflow ........................ 0
  Met2 usage ........................ 0.344
  Global routing met3 resource utilization ........................ 0.0401
  Wire length of the first global-routing pass ........................ 38.4 mm
  Initial antenna violation count ........................ 0
  Overall fraction of global-route tracks in use ........................ 0.237
  Pin count of the biggest net entering global routing ........................ 59
  Fraction of met1 tracks used by global routing ........................ 0.406

[CTS]
  Clock slew at the register clock pins of the worst setup and hold paths ........................ 0.07 ns
  Clock tree from TritonCTS ........................ done
  Clk Latency, worst-skew pair ........................ 0.42 ns
  Post_cts resized ........................ 0
  Buffers inserted by post-CTS timing repair ........................ 0
  Number of sinks on the clock net ........................ 195
  Number of hold buffers added after cts ........................ 0
  Root buffer cell ........................ sky130_fd_sc_hd__clkbuf_16
  Number of buffers on the longest clock path ........................ 2
  Number of buffers created by CTS ........................ 17
  Total number of H-tree levels ........................ 4

[Critical path]
  Most prevalent standard cell on the critical path ........................ sky130_fd_sc_hd__buf_4
  Capturing element type of the critical path ........................ register
  Startpoint types ........................ input port
  Critical Setup Path Class ........................ in2reg
  Cell-by-cell listing of the critical path ........................ buf_4 > buf_4 > buf_4 > mux2_2
  Peak fanout along the critical path ........................ 58
  Maximum cell stage delay along the critical path ........................ 0.68 ns
  Setup slack of the most critical reg-to-reg path ........................ 8.72 ns
  Slowest cell on crit path ........................ sky130_fd_sc_hd__buf_4
  Worst path required time ........................ 13.00 ns
  Arr. time, crit path ........................ 4.63 ns

[Worst hold path]
  Worst min path class ........................ reg2reg

[Place]
  Port Buffer Count ........................ 196
  Placed wire-length estimate after detailed placement ........................ 17.7 mm
  Placed Instances ........................ 1,342
  Final weighted congestion in routability-driven placement ........................ 0.908

[Outcome]
  Outcome ........................ complete, no violations

[Flow run]
  Total number of warnings across the stage logs ........................ 26
  Number of maximum-capacitance violations ........................ 0

----------------------------------------------------
-- worst max-delay path: cells and delay by family --
family,cells,cell delay [ns]
buffers and inverters,3,1.62
multiplexers,1,0.39
-- worst paths after layout --
kind,startpoint,endpoint,depth (start not counted)
max in group asynchronous,rst_n,a_reg[59],3
min in group asynchronous,rst_n,a_reg[9],1
worst min register to register,b_reg[40],b_reg[40],1
worst max-delay path,i_en,b_reg[0],4
worst min-delay path,b_reg[40],b_reg[40],1
worst max register to register,a_reg[63],result[58],14
-- stage by stage --
stage	worst slack (ns)	area (um^2)
finish	8.38	13000
global route	8.25	13000
CTS	8.37	13000
detailed placement	7.93	12400
global placement	7.93	12400
floorplan	9.00	10200
-- power by group through the flow --
| stage | clock, uW | combinational, uW | sequential (uW) |
|---|---|---|---|
| 4_1_cts | 524 | 677 | 824 |
| 5_1_grt | 549 | 745 | 837 |
| 6_report | 507 | 674 | 821 |
-- metal layers --
layer  vias up  routed length (um)
li1       3682                   -
met1      3560               11500
met2       211               10200
met3        11                1140
met4         0                 163
met5         -                   0
-- area by class of cell --
cell class,count,area (um^2)
clock buffer,19,443
clock inverter,13,116
multi-input combinational,665,5140
fill,1571,6810
tap,265,332
sequential,195,4880
timing repair buffer,201,2000
inverter,16,60.1
-- cell usage after synthesis (5+ instances only) --
master,n,area [um^2]
sky130_fd_sc_hd__o21bai_1,10,75.1
sky130_fd_sc_hd__ha_1,63,788
sky130_fd_sc_hd__o21a_1,10,75.1
sky130_fd_sc_hd__o21ai_0,41,205
sky130_fd_sc_hd__nand2b_1,5,31.3
sky130_fd_sc_hd__clkbuf_1,35,131
sky130_fd_sc_hd__nor2_1,48,180
sky130_fd_sc_hd__xor2_1,23,201
sky130_fd_sc_hd__xnor2_1,37,324
sky130_fd_sc_hd__nor3_1,18,90.1
sky130_fd_sc_hd__and4_1,6,52.6
sky130_fd_sc_hd__a21oi_1,75,375
sky130_fd_sc_hd__a211oi_1,7,52.6
sky130_fd_sc_hd__a31oi_1,11,68.8
sky130_fd_sc_hd__nand2_1,55,206
sky130_fd_sc_hd__a21o_1,39,293
sky130_fd_sc_hd__mux2_2,128,1440
sky130_fd_sc_hd__nand3_1,9,45.0
sky130_fd_sc_hd__dfrtp_1,194,4850
sky130_fd_sc_hd__nand4_1,17,106
sky130_fd_sc_hd__inv_1,16,60.1
-- logic make-up after synthesis --
kind of cell / synth area share
multiplexers: 0.141
adder cells (fa/ha/maj): 0.0809
buffers and inverters: 0.0210
other: 0.000366
AND/OR/NAND/NOR: 0.0836
AND-OR/OR-AND: 0.145
flip-flops: 0.477
XOR/XNOR: 0.0513
No activity file was given, so power comes from the tool's default toggle rates.
